==> design/flow/design.v <==
`timescale 1ns / 1ps
module SCCBCtrl (clk_i, rst_i, sccb_clk_i, data_pulse_i, addr_i, data_i, data_o, rw_i, start_i, ack_error_o, 
                  done_o, sioc_o, siod_io);
   input       clk_i;                
   input       rst_i;                
   input       sccb_clk_i;           
   input       data_pulse_i;         
   input       [7:0] addr_i;         
   input       [15:0] data_i;        
   output reg  [7:0] data_o;         
   input       rw_i;                 
   input       start_i;              
   output      ack_error_o;          
   output reg  done_o;               
   output      sioc_o;               
   inout       siod_io;              
   reg         sccb_stm_clk = 1;
   reg         [6:0] stm = 0;
   reg         bit_out = 1;
   reg         ack_err1 = 1;
   reg         ack_err2 = 1;
   reg         ack_err3 = 1;
   assign   sioc_o = (start_i == 1 && 
                     (stm >= 5 && stm <= 12 || stm == 14 ||   
                     stm >= 16 && stm <= 23 || stm == 25 ||
                     stm >= 27 && stm <= 34 || stm == 36 ||
                     stm >= 44 && stm <= 51 || stm == 53 ||
                     stm >= 55 && stm <= 62 || stm == 64)) ? sccb_clk_i : sccb_stm_clk;
   assign   siod_io = (stm == 13 || stm == 14 || stm == 24 || stm == 25 || stm == 35 || stm == 36 ||
                        stm == 52 || stm == 53 || stm >= 54 && stm <= 62) ? 1'bz : bit_out;
   assign   ack_error_o = ack_err1 | ack_err2 | ack_err3;
   always @(posedge clk_i or negedge rst_i) begin
      if(rst_i == 0) begin 
         stm <= 0;
         sccb_stm_clk <= 1;
         bit_out <= 1; 
         data_o <= 0;  
         done_o <= 0;
         ack_err1 <= 1; 
         ack_err2 <= 1; 
         ack_err3 <= 1;          
      end else if (data_pulse_i) begin
         if (start_i == 0 || done_o == 1) begin
            stm <= 0;
         end else if (rw_i == 0 && stm == 25) begin
            stm <= 37;
         end else if (rw_i == 1 && stm == 36) begin
            stm <= 65;
         end else if (stm < 68) begin
            stm <= stm + 1;
         end
         if (start_i == 1) begin
                (* parallel_case *) case(stm)
                  7'd0 : bit_out <= 1;
                  7'd1 : bit_out <= 1;
                  7'd2 : bit_out <= 0;
                  7'd3 : sccb_stm_clk <= 0;
                  7'd4 : bit_out <= addr_i[7];
                  7'd5 : bit_out <= addr_i[6];
                  7'd6 : bit_out <= addr_i[5];
                  7'd7 : bit_out <= addr_i[4];
                  7'd8 : bit_out <= addr_i[3];
                  7'd9 : bit_out <= addr_i[2];
                  7'd10: bit_out <= addr_i[1];
                  7'd11: bit_out <= 0;
                  7'd12: bit_out <= 0;
                  7'd13: ack_err1 <= siod_io;
                  7'd14: bit_out <= 0;
                  7'd15: bit_out <= data_i[15];
                  7'd16: bit_out <= data_i[14];
                  7'd17: bit_out <= data_i[13];
                  7'd18: bit_out <= data_i[12];
                  7'd19: bit_out <= data_i[11];
                  7'd20: bit_out <= data_i[10];
                  7'd21: bit_out <= data_i[9];
                  7'd22: bit_out <= data_i[8];
                  7'd23: bit_out <= 0;
                  7'd24: ack_err2 <= siod_io;
                  7'd25: bit_out <= 0;
                  7'd26: bit_out <= data_i[7];
                  7'd27: bit_out <= data_i[6];
                  7'd28: bit_out <= data_i[5];
                  7'd29: bit_out <= data_i[4];
                  7'd30: bit_out <= data_i[3];
                  7'd31: bit_out <= data_i[2];
                  7'd32: bit_out <= data_i[1];
                  7'd33: bit_out <= data_i[0];
                  7'd34: bit_out <= 0;
                  7'd35: ack_err3 <= siod_io;
                  7'd36: bit_out <= 0;
                  7'd37: sccb_stm_clk <= 0; 
                  7'd38: sccb_stm_clk <= 1;   
                  7'd39: bit_out <= 1;
                  7'd40: sccb_stm_clk <= 1;
                  7'd41: bit_out <= 0;
                  7'd42: sccb_stm_clk <= 0;
                  7'd43: bit_out <= addr_i[7];
                  7'd44: bit_out <= addr_i[6];
                  7'd45: bit_out <= addr_i[5];
                  7'd46: bit_out <= addr_i[4];
                  7'd47: bit_out <= addr_i[3];
                  7'd48: bit_out <= addr_i[2];
                  7'd49: bit_out <= addr_i[1];
                  7'd50: bit_out <= 1;
                  7'd51: bit_out <= 0;
                  7'd52: ack_err3 <= siod_io;
                  7'd53: bit_out <= 0;
                  7'd54: bit_out <= 0; 
                  7'd55: data_o[7] <= siod_io;
                  7'd56: data_o[6] <= siod_io; 
                  7'd57: data_o[5] <= siod_io; 
                  7'd58: data_o[4] <= siod_io;
                  7'd59: data_o[3] <= siod_io;
                  7'd60: data_o[2] <= siod_io; 
                  7'd61: data_o[1] <= siod_io;
                  7'd62: data_o[0] <= siod_io;
                  7'd63: bit_out <= 1;
                  7'd64: bit_out <= 0;
                  7'd65: sccb_stm_clk <= 0;
                  7'd66: sccb_stm_clk <= 1;
                  7'd67: begin 
                     bit_out <= 1;
                     done_o <= 1;
                  end
                  default: sccb_stm_clk <= 1;
               endcase
         end else begin
            sccb_stm_clk <= 1;
            bit_out <= 1; 
            data_o <= data_o;
            done_o <= 0;
            ack_err1 <= 1; 
            ack_err2 <= 1; 
            ack_err3 <= 1;
         end
      end
   end
endmodule
==> design/flow/run.sh <==
#!/bin/bash
# OpenROAD 26Q1-2900-gdf79404cd8, Yosys 0.63+post, stock flow scripts
make -C /OpenROAD-flow-scripts/flow DESIGN_CONFIG=/design/flow/config.mk WORK_HOME=/design/flow/orfs finish
==> design/flow/config.mk <==
export PLATFORM = sky130hd
export DESIGN_NAME = SCCBCtrl
export DESIGN_NICKNAME = SCCBCtrl
export VERILOG_FILES = /design/flow/design.v
export SDC_FILE = /design/flow/constraint.sdc
export NUM_CORES = 4
export LEC_CHECK = 1
export CORE_UTILIZATION = 30
==> design/flow/constraint.sdc <==
current_design SCCBCtrl

set clk_period 3.1
set clk_io_pct 0.2

create_clock -name clk0 -period $clk_period [get_ports {clk_i}]

set non_clock_inputs [all_inputs -no_clocks]
set_input_delay [expr $clk_period * $clk_io_pct] -clock clk0 $non_clock_inputs
set_output_delay [expr $clk_period * $clk_io_pct] -clock clk0 [all_outputs]
==> impl_metrics.ini <==
; flow metrics
[run_status]
status = stopped before the end
haltStage = clock tree synthesis
error_line = [error] [KeplerFormal.cpp:679] Workflow failed: Iso has multiple drivers: .siod_io0, siod_io$_DFFE_PN1P_.Q0

[logic_synthesis]
ff_type = dfrtp_1
synth_stat.cells = 273
yosys_warnings = 2
edf_count = 0
ys_chip_area_sq_mm = 0.00222
yosysSeqAreaShare_pct = 24.0
synth_cells = 273
async_reset_ff_share_pct = 100
netlist_area_sq_mm = 0.00222
avgSynthCellArea_sq_um = 8.12
synth.distinct_cells = 70
numSynthFlops = 21

[clock_network]
holdBufCountCts = 0
cts_num_sinks = 21
htree_levels = 1
post-cts-setup-buffers = 3
post_cts_resized = 8
clk_path_buf_depth = 2
cts_root_buffer = clkbuf_8
cts_buffers = 3

[placement]
place_area_sq_mm = 0.00281
gp_congestion = 0.916
dp_hpwl_mm = 5.61
portBuffers = 39

[die]
placementRows = 30
initial_core_util_pct = 31.8
die_w_um = 88.0
io_pins = 42
fp.dieH_um = 88.0
Yosys cell counts, drive strengths merged, types with 4 or more instances:
cell type / count / area (sq um)
a21oi: 21 / 105
dfstp: 5 / 131
and3: 9 / 56.3
a31oi: 5 / 31.3
mux2: 11 / 124
and3b: 5 / 43.8
nor2b: 5 / 31.3
inv: 8 / 30.0
dfrtp: 16 / 400
nor3b: 4 / 40.0
nor3: 9 / 45.0
nand3: 10 / 50.1
mux2i: 4 / 40.0
o21ai: 17 / 85.1
a22o: 4 / 35.0
nor2: 17 / 71.3
clkbuf: 8 / 30.0
ha: 4 / 50.1
nand2: 19 / 71.3
buf: 19 / 138
cell families after synthesis:
group / Yosys count / synth area share [%]
AND-OR/OR-AND: 91 / 29.0
XOR/XNOR: 3 / 1.52
adder cells (fa/ha/maj): 4 / 2.26
buffers and inverters: 35 / 8.92
flip-flops: 21 / 24.0
multiplexers: 15 / 7.39
AND/OR/NAND/NOR: 104 / 26.9
stage by stage:
| stage | cells | worst slack, ns | util, % |
|---|---|---|---|
| after global placement | 414 | 0.0483 | 40.2 |
| after detailed placement | 414 | 0.0590 | 40.2 |
| after floorplan | 273 | 0.439 | - |
